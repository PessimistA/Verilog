<file path="constraint.sdc">
current_design decoderwith3s

set clk_period 1.0
set clk_io_pct 0.2

create_clock -name clk0 -period $clk_period

set non_clock_inputs [all_inputs -no_clocks]
set_input_delay [expr $clk_period * $clk_io_pct] -clock clk0 $non_clock_inputs
set_output_delay [expr $clk_period * $clk_io_pct] -clock clk0 [all_outputs]
</file>
<file path="run.sh">
#!/bin/bash
# OpenROAD 26Q1-2900-gdf79404cd8, Yosys 0.63+post, stock flow scripts
make -C /OpenROAD-flow-scripts/flow DESIGN_CONFIG=/design/flow/config.mk WORK_HOME=/design/flow/orfs finish
</file>
<file path="design.v">
module decoder3x8(a,en,d);
input [2:0]a;
input en;
output [7:0]d;
wire nota0, nota1, nota2;
wire e0, e1, e2, e3, e4, e5, e6, e7;
not n0(nota0, a[0]);
not n1(nota1, a[1]);
not n2(nota2, a[2]);
and m1(d[0], en,nota2, nota1, nota0); 
and m2(d[1], en,nota2, nota1, a[0]);  
and m3(d[2], en,nota2, a[1],  nota0); 
and m4(d[3], en,nota2, a[1],  a[0]); 
and m5(d[4], en,a[2],  nota1, nota0); 
and m6(d[5], en,a[2],  nota1, a[0]); 
and m7(d[6], en,a[2],  a[1],  nota0); 
and m8(d[7], en,a[2],  a[1],  a[0]);  
endmodule
module decoderwith3s(a,d);
input [3:0]a;
output [15:0]d;
wire nota;
not n1(nota,a[3]);
decoder3x8 m1(a[2:0],a[3],d[7:0]); 
decoder3x8 m2(a[2:0],nota,d[15:8]); 
endmodule
</file>
<file path="config.mk">
export PLATFORM = sky130hd
export DESIGN_NAME = decoderwith3s
export DESIGN_NICKNAME = decoderwith3s
export VERILOG_FILES = /design/flow/design.v
export SDC_FILE = /design/flow/constraint.sdc
export NUM_CORES = 4
export LEC_CHECK = 1
export CORE_AREA = 10 10 70 70
export DIE_AREA = 0 0 80 80
</file>
==> flow_metrics.rpt <==
PHYSICAL IMPLEMENTATION REPORT
----------------------------------------------------
[Synthesis]
  Tally of yosys warning messages ........................ 0
  Synthesized area per cell ........................ 11.3 um^2
  Yosys cell types ........................ 7
  Fraction of the yosys area taken by sequential cells ........................ 0%
  Netlist area before placement ........................ approximately 230 um^2
  Post-Syn Instances ........................ 20
  Number of cell instances after yosys synthesis ........................ 20
  Yosys-reported design area after synthesis ........................ ~230 um^2

[Setup path]
  Crit path cell chain ........................ buf_8 -> buf_12 -> buf_8 -> nor4b_4 -> buf_2
  CP Capture Type ........................ output pin
  Slowest cell on the critical path ........................ nor4b_4
  Most frequent cell on the critical path ........................ buf_8
  Family of cells with the greatest summed delay on the critical path ........................ buffers and inverters
  Kind of critical path ........................ in -> out
  Worst path max stage delay ........................ 0.27 ns
  Critical path buffer and inverter count ........................ 4
  Startpoint types ........................ input port
  Critical path data required time ........................ around 0.8 ns
  Max Fanout on Critical Path ........................ 5
  Data arrival time at the worst-slack endpoint ........................ 0.96 ns

[Outcome]
  Violated checks ........................ setup timing
  Run status ........................ finished, violations left

[Cells and area]
  Layout overhead on the synthesized area ........................ 248%
  Share of layout cells above drive strength 1 ........................ between 80 and 90%
  Final non-filler cell area ........................ a little under 800 um^2
  Final standard cell count with taps included and fillers excluded ........................ about 100
  Layout Utilization ........................ around 23%
  Seq cells ........................ 0
  Clock buffer cells ........................ 0
  Sequential standard cell area ........................ 0 um^2

[Pwr]
  Power density over cell area ........................ approximately 360 nW/um^2
  Peak supply drop ........................ 0.0000896 V
  Static leakage ........................ 0.382 nW

[Timing]
  Shortest clock period the worst path allows after layout ........................ 1.16 ns
  Finish-stage setup viols ........................ 14
  Worst-case hold slack ........................ approximately 0.75 ns
  Actual slew at the worst max-slew pin ........................ about 0.22 ns
  Share of the clock period used by the worst path after layout ........................ 116%
  Fmax achieved ........................ between 800 and 900 MHz
  Number of max-slew violations in the final report ........................ 0
  Worst max-slew margin expressed relative to the limit ........................ approximately 86%
  Unrepaired setup endpoints after global routing ........................ yes
  Setup slack after layout ........................ -0.164 ns
  Number of endpoints with negative hold slack in the final report ........................ 0

[Run]
  Max-cap viol count ........................ 0
  OpenROAD warning count ........................ 34

[Floorplanning]
  Total number of placement rows ........................ 21
  Floorplan-stage core utilization ........................ under 10%
  Top-Level Pins ........................ 20
  Die Span Y ........................ approximately 80 um
  Width of the chip ........................ about 80 um
  Area inside the core boundary ........................ around 3400 um^2
  Die area ........................ 6400 um^2

[Placement]
  Worst-case setup slack after placement ........................ -0.838 ns
  Gpl congestion ........................ between 0.6 and 0.7
  Number of I/O port buffers ........................ 20
  Placed wire-length estimate after detailed placement ........................ 709 um
  Post-Place Cells ........................ approximately 86
  Dpl cell area ........................ 534 um^2

[Worst hold path]
  Hold Path End ........................ d[8]
  Min-delay src ........................ a[1]
  Number of stages on the worst hold path ........................ 4
  Class of the tightest hold or removal check ........................ in -> out

[Drt]
  Inserted Diodes ........................ 0
  Violation count after the first detailed-routing iteration ........................ 12
  Count of TritonRoute iterations in the first routing pass ........................ 2
  Detail-routed via count per cell ........................ ~3.4
  Vias ........................ between 300 and 400
  Number of antenna-violating nets in the routed design ........................ 0
  Drt drc ........................ 0
  Wire length per cell ........................ about 14 um
  Routed WL ........................ 1440 um

[Global routing]
  First-pass GRT wire length ........................ 2190 um
  Via count of the first global-routing pass ........................ roughly 360
  Pin count of the biggest net entering global routing ........................ 8
  Tot GR Track Use ........................ under 10%
  Remaining Overflow, GRT ........................ 0
  Initial antenna violation count ........................ 0

[CTS]
  Post-CTS Hold Fix Bufs ........................ 0

----------------------------------------------------
## cell usage after synthesis
| cell | count | share of area, % |
|---|---|---|
| and4b_1 | 4 | 18 |
| and4bb_1 | 4 | 22 |
| buf_4 | 4 | 13 |
| nor4b_2 | 4 | 27 |
| and4bb_2 | 2 | 11 |
| and4_1 | 1 | 3.9 |
| nor4_2 | 1 | 5.5 |
## worst max-delay path by stage
stage       end  startpoint  cells past startpoint  slack (ns)
4_1_cts   d[10]        a[3]                      5       -0.15
5_1_grt    d[9]        a[1]                      5       -0.20
6_report  d[10]        a[2]                      5       -0.16
## repair_timing
| action | 4_1_cts | 5_1_grt |
|---|---|---|
| setup endpoints to repair | 16 | 16 |
| gates cloned | 4 | 0 |
| pin swaps | 12 | 5 |
| gates resized | 94 | 8 |
| endpoints found under the hold margin | 0 | 0 |
| buffers inserted | 12 | 1 |
## power by group
part	switching (mW)	leakage [nW]	internal, mW
sequential	0	0	0
clock	0	0	0
combinational	0.0921	0.382	0.190
## routing by layer
layer | GRT usage (%) | vias to the layer above | wire length, um
met4 | 0 | 0 | 0
li1 | - | 163 | -
met2 | 6.10 | 18 | 613
met3 | 1.59 | 0 | 156
met1 | 5.93 | 167 | 673
met5 | 0 | - | 0
## kinds of logic after synthesis
family | count (synthesis) | share of synthesized area [%]
and+or+nand+nor | 16 | 86.7
buffers and inverters | 4 | 13.3
## per-stage QoR
| stage | setup TNS [ns] | power, mW |
|---|---|---|
| 2_1_floorplan | 0 | 0.0504 |
| 3_3_place_gp | -12.37 | 0.141 |
| 3_5_place_dp | -12.48 | 0.142 |
| 4_1_cts | -1.29 | 0.261 |
| 5_1_grt | -1.75 | 0.298 |
| 6_report | -1.29 | 0.282 |
## cell type report
class,instances,area [um^2]
fill,356,2630
multi-input combinational,16,240
tap,46,57.6
timing repair buffer,41,489
## cell usage in the layout, fill, tap and decap left out, drive strengths merged
cell	Yosys	routed
and4	1	1
and4b	4	4
and4bb	6	6
buf	4	40
clkbuf	0	1
nor4	1	1
nor4b	4	4
No activity file was given, so power comes from the tool's default toggle rates.
